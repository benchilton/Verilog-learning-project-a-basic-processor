==> design.v <==
program machineCode #(parameter instructLen, parameter size) (output logic wE,output logic [$clog2(instructLen)-1:0] wAddress,
						output logic [instructLen-1:0] wInstruction);
parameter codeSize = 12;
const var [size-1:0] code [codeSize-1:0] = '{
{6'b001000,5'b00000,5'b10111,16'h10}, 
{6'b001000,5'b00000,5'b11010,16'h1FF},
{6'b000000,5'b10111,5'b11010,5'b11011,5'b0,6'b100100},
{6'b000011,26'h0A},
{6'b001000,5'b00000,5'b10001,16'b100},
{6'b000000,5'b10001,5'b11010,5'b10010,5'b0,6'b100010},
{6'b000000,5'b10010,5'b0,5'b0,5'h03,6'b000010},
{6'b000000,5'b10010,5'b10111,5'b10011,5'b0,6'b100000},
{6'b000010,26'h1},
{6'b001000,5'b00000,5'b10000,16'hFF}, 
{6'b000000,5'b10001,5'b0,5'b0,5'h02,6'b000000},
{6'b000000,5'b11111,5'b0,5'b0,5'b0,6'b001000} 
};
const var [size-1:0] NOP = '{{6'b111111,26'b00000000000000000000000000}}; 
int i;
initial
begin
	wE = '1;
	for (int j = 0; j <= 32 + codeSize; j++)
	begin
		wAddress = j;
		wInstruction = NOP;
		#1ps;
	end
	#1ps;
	for (i = 0; i <= codeSize-1; i++)
		begin
		wAddress = i;
		wInstruction = code[codeSize - i - 1];
		#1ps;
		end
	#1ps wE = '0;
	#1us;
end
endprogram
module branchControl (input logic branch, jump, zero, Return, input logic [4:0] PC_Count, input logic [31:0] immediate, input1,
			output logic [4:0] newPC_Count);
logic pcsrc;
logic [4:0] address;
assign pcsrc = ((branch & zero) || jump) ? 1 : 0; 
assign address = (Return) ? input1 : immediate[4:0];
always_comb
begin
	if(pcsrc)
	begin
		if(jump)
			newPC_Count = address;
		else
			newPC_Count = PC_Count + address;
	end
	else
	begin
		newPC_Count = PC_Count + 1;
	end
end
endmodule
==> run.sh <==
#!/bin/bash
# OpenROAD 26Q1-2900-gdf79404cd8, Yosys 0.63+post, stock flow scripts
make -C /OpenROAD-flow-scripts/flow DESIGN_CONFIG=/design/flow/config.mk WORK_HOME=/design/flow/orfs finish
==> config.mk <==
export PLATFORM = sky130hd
export DESIGN_NAME = branchControl
export DESIGN_NICKNAME = branchControl
export VERILOG_FILES = /design/flow/design.v
export SDC_FILE = /design/flow/constraint.sdc
export NUM_CORES = 4
export LEC_CHECK = 1
export CORE_AREA = 10 10 70 70
export DIE_AREA = 0 0 80 80
export SYNTH_HDL_FRONTEND = slang
==> constraint.sdc <==
current_design branchControl

set clk_period 4.9
set clk_io_pct 0.2

create_clock -name clk0 -period $clk_period

set non_clock_inputs [all_inputs -no_clocks]
set_input_delay [expr $clk_period * $clk_io_pct] -clock clk0 $non_clock_inputs
set_output_delay [expr $clk_period * $clk_io_pct] -clock clk0 [all_outputs]
==> results_dict.tcl <==
# place-and-route summary
set metrics [dict create \
    cp.arrival_ps 3360 \
    warnings 86 \
    syn_inst 55 \
    final_hold_viol_count 0 \
    logic_family "AND-OR/OR-AND gates" \
    core.rowCount 21 \
    crit_path_start_kind "primary input" \
    vias_per_cell 3.77 \
    drt_wl_total_um 1330 \
    xor_share_pct 6.82 \
    yosysChipArea_um2 385 \
    slew_headroom_pct 75.4 \
    postSynthSeqShare_pct 0 \
    layout_top_cells "clkdlybuf4s50_1, inv_1, ha_1" \
    post_cts_resized 0 \
    antenna_left 0 \
    synth.largest_area_cell "ha_1" \
    gp_congestion 0.809 \
    cpMostUsedCell "clkdlybuf4s50_1" \
    clkbuf_count 0 \
    grt_pass1_vias 486 \
    cts_hold_buf 0 \
    portBuffers 24 \
    powerDensity_mw_per_mm2 90.1 \
    syn_area_um2 385 \
    grt_usage_pct 3.98 \
    topCellsByArea "ha_1, mux2_2, inv_1" \
    hp-class "in -> out" \
    cpLargestDelayFamily "buffers and inverters" \
    drc 0 \
    ys_cells 55 \
    ios 78 \
    cp_num_buf_inv 3 \
    mostFrequentLayoutCell "clkdlybuf4s50_1" \
    setup_viol 0 \
    die_area_mm2 0.00640 \
    worstSetupEndpointType "primary output" \
    fin_setup_tns_ps 0 \
    antenna_found_initial 0 \
    crit_type "in -> out" \
    final_max_slew_viol_count 0 \
    crit_fanout 3 \
    cp_cell_sequence "clkdlybuf4s50_1, mux2_2, ha_1, inv_1, fa_1, nor2_1, a21oi_1, o21ai_0, clkdlybuf4s50_1" \
    syn_to_final_growth_pct 78.2 \
    drtIter0Drc 35 \
    cap_violations 0 \
    hpwl_um 1160 \
    ir_worst_vdd_v 0.0000116 \
    fp_util_pct 11.3 \
    fmax_ghz 0.230 \
    core_area_mm2 0.00342 \
    period_minus_slack_ps 4340 \
    gr-total-overflow 0 \
    grt_pass1_wl_um 2160 \
    status "complete, no violations" \
    wl_per_cell_um 10.6 \
    max_stage_delay_ps 520 \
    post_cts_buffers 0 \
    critical_path.slowest_cell "clkdlybuf4s50_1" \
    worstPathRequired_ps 3920 \
    drive_gt1_share_pct 8.86 \
    syn_area_per_cell_um2 7.01 \
    ys_sh_simple_pct 24.7 \
    die_y_um 80 \
    num_antenna_cells 0 \
    first_pass_iters 3 \
    worst_slew_pin_slew_ps 368 \
    finalClockPeriodUsage_pct 88.6 \
    adder_share_pct 21.4 \
    fin_util_pct 20.1 \
    synth_top_area_share_pct 16.2 \
    ys_sh_aoi_pct 24.7 \
    ys_types 25 \
    seqCellArea_um2 0 \
    yosysWarnings 0 \
    die_width_um 80 \
    rsz0062_at_grt "false" \
    grt_max_degree 12 \
    vias 471 \
    seq_cell_count 0 \
    mux_share_pct 15.6 \
    p_leak_nw 0.275 \
]
==> cell families after synthesis <==
kind of cell / after synthesis
simple gates: 19
compound gates: 15
buf+inv: 7
fa+ha+maj: 6
mux: 5
xor+xnor: 3
==> synth_stat cells, drive strengths merged <==
library cell	instances
xor2	2
a21oi	4
a21o	2
and3	1
nand2b	1
or4	1
a31oi	1
o31a	1
nand2	4
a22oi	1
fa	1
nand3	4
nor4	2
nor3	1
a221oi	1
o2bb2ai	1
o21ai	4
nor2	4
xnor2	1
inv	6
and2	1
ha	5
mux2	5
clkbuf	1
==> layout make-up <==
| cell class | count | area (um^2) |
|---|---|---|
| Timing Repair Buffer | 25 | 248 |
| Fill cell | 380 | 2730 |
| Inverter | 6 | 22.5 |
| Tap cell | 46 | 57.6 |
| Multi-Input combinational cell | 48 | 359 |
==> layer usage <==
metal / GRT usage, % / up-vias / part of all wire [%]
li1: - / 253 / -
met1: 4.96 / 207 / 45
met2: 7.46 / 11 / 50
met3: 0.455 / 0 / 4.7
met4: 0 / 0 / 0
met5: 0 / - / 0
==> path summary, 6_finish.rpt <==
kind / to / from / slack, ps / cells after the start
worst max-delay path: newPC_Count[1] / Return / 560 / 9
worst min-delay path: newPC_Count[4] / PC_Count[4] / 3090 / 5
==> stage by stage <==
step	cells	area, um^2	total power [W]	setup WS [ps]	hold slack, ps
2_1_floorplan	55	385	0.0000288	1710	2080
3_3_place_gp	125	687	0.0000616	515	3090
3_5_place_dp	125	687	0.0000626	562	3110
4_1_cts	125	687	0.0000632	534	3110
5_1_grt	125	687	0.0000699	377	3150
6_report	125	687	0.0000619	561	3090
==> where the power goes <==
group	internal (W)	switching [W]
Sequential	0	0
Combinational	0.0000384	0.0000235
Clock	0	0
Total	0.0000384	0.0000235
Power and IR drop assume default switching activity.
