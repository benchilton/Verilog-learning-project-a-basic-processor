--- design/flow/design.v ---
program machineCode #(parameter instructLen, parameter size) (output logic wE,output logic [$clog2(instructLen)-1:0] wAddress,
						output logic [instructLen-1:0] wInstruction);
parameter codeSize = 12;
const var [size-1:0] code [codeSize-1:0] = '{
{6'b001000,5'b00000,5'b10111,16'h10}, 
{6'b001000,5'b00000,5'b11010,16'h1FF},
{6'b000000,5'b10111,5'b11010,5'b11011,5'b0,6'b100100},
{6'b000011,26'h0A},
{6'b001000,5'b00000,5'b10001,16'b100},
{6'b000000,5'b10001,5'b11010,5'b10010,5'b0,6'b100010},
{6'b000000,5'b10010,5'b0,5'b0,5'h03,6'b000010},
{6'b000000,5'b10010,5'b10111,5'b10011,5'b0,6'b100000},
{6'b000010,26'h1},
{6'b001000,5'b00000,5'b10000,16'hFF}, 
{6'b000000,5'b10001,5'b0,5'b0,5'h02,6'b000000},
{6'b000000,5'b11111,5'b0,5'b0,5'b0,6'b001000} 
};
const var [size-1:0] NOP = '{{6'b111111,26'b00000000000000000000000000}}; 
int i;
initial
begin
	wE = '1;
	for (int j = 0; j <= 32 + codeSize; j++)
	begin
		wAddress = j;
		wInstruction = NOP;
		#1ps;
	end
	#1ps;
	for (i = 0; i <= codeSize-1; i++)
		begin
		wAddress = i;
		wInstruction = code[codeSize - i - 1];
		#1ps;
		end
	#1ps wE = '0;
	#1us;
end
endprogram
module register #(parameter size = 32, length = $clog2(size), dataSize = 32)
	(input logic clk, writeEnable, saveJump, input logic [length-1:0] rAddress1, rAddress2, wAddress1, pcCount, 
	input logic [size-1:0] wdata, output logic [size-1:0] rdata1, rdata2);
logic [size-1:0] registers [dataSize-1:0];
always_ff @(posedge clk)
begin
	if(writeEnable)
		registers[wAddress1] <= wdata;
	if(saveJump)
		registers[5'b11111] <= pcCount;
end
always_comb
begin
	if(rAddress1 == '0)
		rdata1 = '0;
	else
		rdata1 = registers[rAddress1];
	if(rAddress2 == '0)
		rdata2 = '0;
	else
		rdata2 = registers[rAddress2];
end
endmodule
--- design/flow/run.sh ---
#!/bin/bash
# OpenROAD 26Q1-2900-gdf79404cd8, Yosys 0.63+post, stock flow scripts
make -C /OpenROAD-flow-scripts/flow DESIGN_CONFIG=/design/flow/config.mk WORK_HOME=/design/flow/orfs finish
--- design/flow/config.mk ---
export PLATFORM = sky130hd
export DESIGN_NAME = register
export DESIGN_NICKNAME = register
export VERILOG_FILES = /design/flow/design.v
export SDC_FILE = /design/flow/constraint.sdc
export NUM_CORES = 4
export LEC_CHECK = 1
export CORE_UTILIZATION = 40
export SYNTH_HDL_FRONTEND = slang
--- design/flow/constraint.sdc ---
current_design register

set clk_period 9.0
set clk_io_pct 0.2

create_clock -name clk0 -period $clk_period [get_ports {clk}]

set non_clock_inputs [all_inputs -no_clocks]
set_input_delay [expr $clk_period * $clk_io_pct] -clock clk0 $non_clock_inputs
set_output_delay [expr $clk_period * $clk_io_pct] -clock clk0 [all_outputs]
==> qor.csv <==
stage,metric,value,unit
global_routing,maximum_number_of_pins_on_one_net_before_global_route_repair,100,
logic_synthesis,yosys_stat_area,0.0478,mm2
pwr,power.ir.vdd_worst,0.000177,V
logic_synthesis,top_cell_area_share,62.6,%
final_timing,finalClockPeriodUsage,81.9,%
cts,cts_tree,yes,
detailed_routing,detail_route.vias_per_cell,6.43,
global_routing,grtUsageTotal,28.5,%
logic_synthesis,postSynth.asyncResetShare,0,%
logic_synthesis,syn-mean-instance-area,19.1,um2
cells_and_area,mostFrequentLayoutCell,sky130_fd_sc_hd__edfxtp_1,
final_timing,final_hold_viol_count,0,
cells_and_area,largest-register,registers,
critical_path,crit_type,primary input to primary output,
pwr,powerDensity,198,mW/mm2
cells_and_area,layout_top_registers,registers: 1024 flops,
logic_synthesis,netlist_instances,2506,
critical_path,crit_required,7.20,ns
logic_synthesis,ys_seq_elements,1024,
detailed_routing,dr_total_vias,28000,
logic_synthesis,mappedNetlistArea,0.0478,mm2
detailed_routing,routedWlPerCell,35.6,um
floorplanning,die_height,348,um
cells_and_area,layout.cells.most_common_list,"sky130_fd_sc_hd__edfxtp_1, sky130_fd_sc_hd__mux4_2, sky130_fd_sc_hd__buf_4, sky130_fd_sc_hd__mux2i_1, sky130_fd_sc_hd__clkbuf_16",
logic_synthesis,post_synth_main_area_contributors,"sky130_fd_sc_hd__edfxtp_1, sky130_fd_sc_hd__mux4_2, sky130_fd_sc_hd__mux2i_1",
final_timing,setup_tns,0,ns
pwr,pwr-share-seq,49.2,%
final_timing,final_number_of_max_transition_violations,0,
place,port_buffers,118,
global_routing,overflow,0,
status,status,completed,
cts,cts_root_buf,sky130_fd_sc_hd__clkbuf_16,
job,cap_viol_max_count,0,
floorplanning,die-area,0.121,mm2
cts,cts_made_buffers,106,
detailed_routing,dr.first_iter.drc_count,1818,
critical_path,endpoint_kind,primary output,
cts,postCtsHoldBufs,0,
final_timing,timing.fmax,0.136,GHz
cts,cts_num_sinks,1024,
cells_and_area,final_cell_area,0.0546,mm2
logic_synthesis,ys_seq_share,63.7,%
logic_synthesis,synth-edff-count,997,
pwr,power,10.8,mW
pwr,p_int,8.33,mW
floorplanning,num_io_pins,119,
cells_and_area,filler_cell_count,9702,
floorplanning,fp.dieW,348,um
detailed_routing,finalWirelength,155,mm
cells_and_area,max_reg_flops,1024,
final_timing,final_clock_skew,0,ns
floorplanning,number_of_standard_cell_rows_in_the_floorplan,126,
final_timing,rsz0062_at_grt,no,
pwr,leakage,16.9,nW
pwr,power_switching_share,22.9,%
cts,cts-htree-levels,3,
global_routing,antenna_violations_before_repair,7,
cts,cts.repair_timing.setup_buffer_count,0,
final_timing,report.final.setup_viol,0,
place,dp_hpwl,92.2,mm
critical_path,crit_arrival,5.57,ns
logic_synthesis,yosys.cell_types.count,36,
final_timing,worst_pin_slew,1.09,ns
floorplanning,area_of_the_placeable_core,0.118,mm2
critical_path,worst_path_fanout_max,33,
cells_and_area,multiInputGateArea,0.0163,mm2
global_routing,first_global_vias,31600,
detailed_routing,firstDrtPassIters,5,
cells_and_area,area.growth.synth_to_final,14.2,%
cts,clk_transition_reported_paths,0.06,ns
detailed_routing,detail_route.drc_violations,0,
pwr,clkPwrFrac,41.4,%
cells_and_area,layout.area.seq,0.0305,mm2
cells_and_area,ratio_of_cells_with_drive_above_1_in_the_final_layout,31.7,%
detailed_routing,detail-route-antenna-nets,0,
place,place_area,0.0511,mm2
final_timing,final.min_clock_period,7.37,ns
logic_synthesis,cell_type_with_the_highest_aggregate_area_in_the_netlist,sky130_fd_sc_hd__edfxtp_1,
place,gp_routability_congestion,0.942,
global_routing,first_pass_grt_wire_length,222,mm
pwr,net_switching_power,2.47,mW
floorplanning,fp-utilization,40.4,%
cts,cts-resized-gates,0,
final_timing,fin_ws,1.63,ns
logic_synthesis,yosys_warnings,0,
place,place_ws,1.82,ns
job,log.warning_count,26,
final_timing,max_slew_margin,26.8,%
pwr,combPwrFrac,9.4,%
logic_synthesis,flop_cell,sky130_fd_sc_hd__edfxtp_1,
cts,clock_tree_buffer_depth,3,
logic_synthesis,synth.yosys.num_cells,2506,
critical_path,startpoint_type,primary input,
min_path,hold_path.class,register to register,
cts,clock.latency.late_pin,0.70,ns
final_timing,hold_ws,0.470,ns
==> per-layer routing <==
metal / vias to the layer above / share of wire [%] / GRT usage [%]
li1: 11100 / - / -
met1: 14100 / 30 / 31.0
met2: 2367 / 46 / 40.6
met3: 391 / 19 / 24.2
met4: 28 / 4.6 / 9.66
met5: - / 0.47 / 4.36
==> through the flow <==
step	std cells	util [%]
2_1_floorplan	2506	-
3_3_place_gp	4149	43.1
3_5_place_dp	4149	43.1
4_1_cts	4349	46.1
5_1_grt	4350	46.1
6_report	4351	46.1
==> logic make-up (layout without fill, tap and decap cells) <==
| kind of cell | count (synthesis) | in the layout | share of synthesized area (%) |
|---|---|---|---|
| AND/OR/NAND/NOR | 225 | 225 | 2.32 |
| other | 0 | 2 | 0 |
| AND-OR/OR-AND | 400 | 400 | 5.86 |
| flip-flops | 1024 | 1024 | 63.7 |
| buffers and inverters | 217 | 460 | 2.85 |
| multiplexers | 640 | 640 | 25.3 |
==> worst paths after layout <==
path                                        start           endpoint  slack [ns]  cells past startpoint
worst min register to register  registers[31][23]  registers[31][23]        0.47                      2
worst max-delay path                 rAddress2[4]          rdata2[0]        1.63                      7
worst max register to register  registers[31][15]  registers[31][15]        8.33                      2
worst min-delay path            registers[31][23]  registers[31][23]        0.47                      2
==> worst max-delay path, stage by stage <==
cell and delay [ns]:
sky130_fd_sc_hd__buf_2 0.18, sky130_fd_sc_hd__buf_4 0.54, sky130_fd_sc_hd__nand2b_2 0.78, sky130_fd_sc_hd__buf_4 0.52, sky130_fd_sc_hd__o21ai_1 0.13, sky130_fd_sc_hd__a311oi_1 0.86, sky130_fd_sc_hd__clkdlybuf4s50_1 0.66
==> layout make-up <==
| type | instances | area share (%) |
|---|---|---|
| clock inverters | 67 | 1.28 |
| flip-flops and latches | 1024 | 55.8 |
| clock buffers | 133 | 5.21 |
| repair buffers | 258 | 4.22 |
| multi-input cells | 1265 | 29.8 |
| diodes | 2 | 0.00916 |
| well taps | 1600 | 3.66 |
| inverters | 2 | 0.0183 |
==> power groups by stage <==
stage / clock network [mW] / registers (mW) / logic [mW]
after global routing: 4.70 / 5.32 / 1.06
final: 4.47 / 5.31 / 1.01
after CTS: 4.53 / 5.31 / 1.00
==> synthesized netlist by cell type (48+ instances only) <==
master	instances
sky130_fd_sc_hd__a211oi_1	64
sky130_fd_sc_hd__mux2_2	64
sky130_fd_sc_hd__edfxtp_1	997
sky130_fd_sc_hd__a311oi_1	64
sky130_fd_sc_hd__nor2b_1	66
sky130_fd_sc_hd__buf_2	71
sky130_fd_sc_hd__nand2_1	97
sky130_fd_sc_hd__clkbuf_1	61
sky130_fd_sc_hd__a221oi_1	48
sky130_fd_sc_hd__a22oi_1	64
sky130_fd_sc_hd__mux4_2	446
sky130_fd_sc_hd__o21ai_1	104
sky130_fd_sc_hd__mux2i_1	128
Power and IR drop assume default switching activity.
