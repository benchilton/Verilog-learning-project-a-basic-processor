**flow/design.v**
```verilog
program machineCode #(parameter instructLen, parameter size) (output logic wE,output logic [$clog2(instructLen)-1:0] wAddress,
						output logic [instructLen-1:0] wInstruction);
parameter codeSize = 12;
const var [size-1:0] code [codeSize-1:0] = '{
{6'b001000,5'b00000,5'b10111,16'h10}, 
{6'b001000,5'b00000,5'b11010,16'h1FF},
{6'b000000,5'b10111,5'b11010,5'b11011,5'b0,6'b100100},
{6'b000011,26'h0A},
{6'b001000,5'b00000,5'b10001,16'b100},
{6'b000000,5'b10001,5'b11010,5'b10010,5'b0,6'b100010},
{6'b000000,5'b10010,5'b0,5'b0,5'h03,6'b000010},
{6'b000000,5'b10010,5'b10111,5'b10011,5'b0,6'b100000},
{6'b000010,26'h1},
{6'b001000,5'b00000,5'b10000,16'hFF}, 
{6'b000000,5'b10001,5'b0,5'b0,5'h02,6'b000000},
{6'b000000,5'b11111,5'b0,5'b0,5'b0,6'b001000} 
};
const var [size-1:0] NOP = '{{6'b111111,26'b00000000000000000000000000}}; 
int i;
initial
begin
	wE = '1;
	for (int j = 0; j <= 32 + codeSize; j++)
	begin
		wAddress = j;
		wInstruction = NOP;
		#1ps;
	end
	#1ps;
	for (i = 0; i <= codeSize-1; i++)
		begin
		wAddress = i;
		wInstruction = code[codeSize - i - 1];
		#1ps;
		end
	#1ps wE = '0;
	#1us;
end
endprogram
module aluControl (input logic [5:0] funct, input logic aluOp,
			output logic [5:0] aluControl_R, output logic alusrc_shift);
always_comb
begin
	alusrc_shift = '0;
	if(aluOp) 
	begin
		unique case (funct)
		6'b100000:
			aluControl_R = 6'b000000; 
		6'b100101:
			aluControl_R = 6'b000001; 
		6'b100100:
			aluControl_R = 6'b000010; 
		6'b100010:
			aluControl_R = 6'b000011; 
		6'b101010:
			aluControl_R = 6'b000100; 
		6'b100111:
			aluControl_R = 6'b000101; 
		6'b011000:
			aluControl_R = 6'b000110; 
		6'b011010:
			aluControl_R = 6'b000111; 
		6'b100110:
			aluControl_R = 6'b000111; 
		6'b000000: 
		begin
			aluControl_R = 6'b001000;
			alusrc_shift = '1;
		end
		6'b000001: 
		begin
			aluControl_R = 6'b001001;
			alusrc_shift = '1;
		end
		6'b000010: 
		begin
			aluControl_R = 6'b001010;
			alusrc_shift = '1;
		end
		6'b000011: 
		begin
			aluControl_R = 6'b001011;
			alusrc_shift = '1;
		end
		6'b001000: 
		begin
			aluControl_R = 6'b111111; 
		end
		default:
			aluControl_R = 6'b111111; 
		endcase
	end
	else 
	begin
		aluControl_R = 6'b111111;
	end
end
endmodule
module controller (input logic [5:0] opcode, input logic [5:0] funct, 
		output logic regdst, alusrc, memToReg, regWrite, memRead, memWrite, branch, jump, pcToMem, Return, 
		output logic [5:0] aluControl);
logic aluop; 
logic [5:0] aluControl_R, aluControl_IJ;
logic alusrc_shift, alusrc_other;
aluControl alucon1 (.funct(funct), .aluOp(aluop), .aluControl_R(aluControl_R), .alusrc_shift(alusrc_shift));
assign alusrc = (alusrc_shift) ?  alusrc_shift: alusrc_other;
assign aluControl = (aluop == 1) ? aluControl_R : aluControl_IJ; 
always_comb
begin
	regdst = 1'b0;
	alusrc_other = 1'b0;
	memToReg = 1'b0;
	regWrite = 1'b0;
	memRead = 1'b0;
	memWrite = 1'b0;
	branch = 1'b0;
	aluop = 1'b0;
	jump = 1'b0;
	pcToMem = 1'b0;
	aluControl_IJ = 6'b111111;
	Return = '0;
	if(funct == 6'b001000 && opcode == 6'b000000)
	begin
		jump = 1'b1;
		Return = 1'b1;
	end
	unique case(opcode)
	6'b000000: 
	begin
		regdst = '1;
		regWrite = '1;
		aluop = 1;
	end
	6'b001000: 
	begin
		alusrc_other = '1;
		regWrite = '1;
		aluControl_IJ = 6'b000010;
	end
	6'b001001: 
	begin
		alusrc_other = '1;
		regWrite = '1;
		aluControl_IJ = 6'b000010;
	end
	6'b001100: 
	begin
		alusrc_other = '1;
		regWrite = '1;
		aluControl_IJ = 6'b000000;
	end
	6'b001101: 
	begin
		alusrc_other = '1;
		regWrite = '1;
		aluControl_IJ = 6'b000101;
	end
	6'b001110: 
	begin
		alusrc_other = '1;
		memToReg = '1;
		regWrite = '1;
		memRead = '1;
	end
	6'b101011: 
	begin
		regdst = 1'b?;
		alusrc_other = '1;
		memToReg = 1'b?;
		memWrite = '1;
	end
	6'b000100: 
	begin
		regdst = 1'b0;
		memToReg = 1'b0;
		branch = '1;
		aluControl_IJ = 6'b000011;
	end
	6'b000010:
	begin
		jump = '1;
	end
	6'b000011:
	begin
		jump = '1;
		pcToMem = '1;
	end
	default: 
	begin
		aluControl_IJ = 6'b111111;
	end
	endcase
end
endmodule
```
**flow/run.sh**
```bash
#!/bin/bash
# OpenROAD 26Q1-2900-gdf79404cd8, Yosys 0.63+post, stock flow scripts
make -C /OpenROAD-flow-scripts/flow DESIGN_CONFIG=/design/flow/config.mk WORK_HOME=/design/flow/orfs finish
```
**flow/config.mk**
```make
export PLATFORM = sky130hd
export DESIGN_NAME = controller
export DESIGN_NICKNAME = controller
export VERILOG_FILES = /design/flow/design.v
export SDC_FILE = /design/flow/constraint.sdc
export NUM_CORES = 4
export LEC_CHECK = 1
export CORE_AREA = 10 10 70 70
export DIE_AREA = 0 0 80 80
export SYNTH_HDL_FRONTEND = slang
```
**flow/constraint.sdc**
```tcl
current_design controller

set clk_period 3.7
set clk_io_pct 0.2

create_clock -name clk0 -period $clk_period

set non_clock_inputs [all_inputs -no_clocks]
set_input_delay [expr $clk_period * $clk_io_pct] -clock clk0 $non_clock_inputs
set_output_delay [expr $clk_period * $clk_io_pct] -clock clk0 [all_outputs]
```
==> flow_summary.json <==
{
  "nClkBuffers": 0,
  "synth_area_per_cell_sq_um": 6.20,
  "power.switching_w": 0.0000309,
  "worstMarginPinSlew_ns": 0.482,
  "warnings": 32,
  "yosys_warnings": 0,
  "regArea_sq_um": 0,
  "slew_headroom_pct": 67.8,
  "finalHoldViolations": 0,
  "seq_area_frac_synth_pct": 0,
  "grt_first_pass_wirelength_mm": 2.52,
  "hpwl_mm": 1.34,
  "ant_nets": 0,
  "fp.dieW_um": 80,
  "cp-start-kind": "input port",
  "pre_cts_slack_ns": 0.220,
  "grt_pass1_vias": 539,
  "num_rows": 21,
  "routed_wirelength_mm": 1.66,
  "vias_per_cell": 4.28,
  "vias": 604,
  "antenna_found_initial": 0,
  "cts_resized": 0,
  "fin_tns_setup_ns": 0,
  "area_growth_pct": 68.5,
  "synthCells": 73,
  "dr.first_iter.drc_count": 63,
  "chipArea_sq_mm": 0.00640,
  "path_max_fanout": 10,
  "antenna_cells": 0,
  "dr.pass1.iters": 3,
  "floorplan.core_util_pct": 13.3,
  "hold_buffers": 0,
  "grt-ovfl-total": 0,
  "crit_type": "in2out",
  "holdCritPathClass": "in2out",
  "pwr-share-seq_pct": 0,
  "p_int_w": 0.0000322,
  "routedWlPerCell_um": 11.7,
  "io_pins": 28,
  "crit_path_end_kind": "output port",
  "cap_violations": 0,
  "core_region_area_sq_mm": 0.00342,
  "ys_cells": 73,
  "clkPwrFrac_pct": 0,
  "worstHoldStart": "opcode[4]",
  "cp.required_ns": 2.96,
  "swShare_pct": 48.9,
  "slew_viol_final": 0,
  "die_h_um": 80,
  "drcViolationCount": 0,
  "period_used_pct": 94.7,
  "cts_setup_buffers": 0,
  "ys_types": 31,
  "port_buffers": 28,
  "finalSetupViolations": 0,
  "peakVddDrop_v": 0.0000127,
  "synthesis.area_sq_um": 453,
  "fin_ws_ns": 0.196,
  "rsz0062_at_grt": "false",
  "ys_area_sq_um": 453,
  "power.density_mw_per_mm2": 82.6,
  "status": "complete, no violations",
  "p_comb_share_pct": 100.0,
  "nFlopsAndLatches": 0,
  "fin_crit_ns": 3.50,
  "crit_arrival_ns": 2.76,
  "cp-startpoint": "funct[5]",
  "timing.fmax_mhz": 285,
  "drive_above_1_share_pct": 9.47,
  "grt_max_degree": 13,
  "p_leak_nw": 0.251,
  "grtUsageTotal_pct": 4.46,
  "gp_congestion": 0.788
}
## synthesized netlist by cell type, drive strengths merged, types with 2 or more instances
cell type / instances / share of area, %
o21ai: 5 / 5.5
nand2: 4 / 3.3
xnor2: 2 / 3.9
a22oi: 2 / 3.3
a21oi: 9 / 9.9
nor2: 9 / 7.5
a31oi: 3 / 4.1
nor3: 6 / 9.1
buf: 6 / 7.7
nor3b: 2 / 3.3
inv: 4 / 3.3
nor4: 2 / 2.8
clkbuf: 2 / 1.7
nand3: 2 / 2.2
## per-layer routing
layer | track usage (%) | up-vias | wire (um)
met1 | 6.53 | 267 | 817
met5 | 0 | - | 0
met3 | 0.455 | 0 | 120
met4 | 0 | 0 | 0
li1 | - | 319 | -
met2 | 7.22 | 18 | 718
## power groups by stage
stage / Sequential, W / Combinational [W] / Clock [W]
CTS: 0 / 0.0000629 / 0
global route: 0 / 0.0000690 / 0
finish: 0 / 0.0000631 / 0
## kinds of logic after synthesis
kind of cell | after synthesis | share of synthesized area [%]
AND-OR/OR-AND | 26 | 37.0
XOR/XNOR | 2 | 3.87
buffers and inverters | 12 | 12.7
multiplexers | 1 | 2.49
AND/OR/NAND/NOR | 32 | 43.9
## final timing paths
check / end / cells after the start
worst max-delay path: aluControl[4] / 6
worst min-delay path: regWrite / 3
## layout by cell type (no fill, tap or decap)
master	count
nor3_1	5
o21ai_0	5
nand2_1	4
a31oi_1	3
nor3_4	1
a221o_1	1
nor4_1	2
nor3b_1	2
and3_2	1
or3_2	1
inv_1	4
nand2b_1	1
nor2_1	9
nor4b_4	1
a21boi_0	1
o311a_1	1
clkdlybuf4s50_1	28
a22oi_1	2
buf_4	2
and3b_1	1
mux2_2	1
o32a_1	1
or4_4	1
nor2b_1	1
o32ai_1	1
a21bo_2	1
a21oi_1	9
nand3_1	2
a211oi_1	1
xnor2_1	2
## metrics by stage
| stage | area (sq um) | std cells | hold WS, ns | total power (W) | util [%] |
|---|---|---|---|---|---|
| global route | 763 | 141 | 2.58 | 0.0000690 | 22.3 |
| CTS | 763 | 141 | 2.56 | 0.0000629 | 22.3 |
| detailed placement | 763 | 141 | 2.55 | 0.0000624 | 22.3 |
| global placement | 763 | 141 | 2.55 | 0.0000618 | 22.3 |
| floorplan | 453 | 73 | 1.50 | 0.0000332 | - |
| finish | 763 | 141 | 2.55 | 0.0000631 | 22.3 |
## final cells by class
type | instances | area (sq um)
Multi-Input combinational cell | 61 | 395
Inverter | 4 | 15.0
Tap cell | 46 | 57.6
Fill cell | 375 | 2650
Timing Repair Buffer | 30 | 295
## worst max-delay path: stages
cell and delay, ns:
clkdlybuf4s50_1 0.59, a21bo_2 0.29, a22oi_1 0.26, a21oi_1 0.11
o21ai_0 0.26, clkdlybuf4s50_1 0.52
Power figures rest on the tool's default switching activity, not on a simulated workload.
